==> flow/design.v <==
module ME_WB_reg (
   input  logic         clk         , 
   input  logic         rst_n       ,   
   input  logic         flush       ,
   input  logic         enable      ,
   input  logic [ 1:0]  wb_sel_M    ,
   input  logic         reg_wr_en_M ,
   input  logic [31:0]  instr_M     ,
   input  logic [31:0]  pc_four_M   ,
   input  logic [31:0]  alu_data_M  ,
   input  logic [31:0]  ld_data_M   ,
   input  logic         insn_vld_M  ,     
   output logic         insn_vld_W  ,
   output logic [ 1:0]  wb_sel_W    , 
   output logic         reg_wr_en_W ,
   output logic [31:0]  instr_W     ,
   output logic [31:0]  pc_four_W   ,
   output logic [31:0]  alu_data_W  ,
   output logic [31:0]  ld_data_W
);
   always_ff @(posedge clk or negedge rst_n) begin
      if (!rst_n) begin 
         wb_sel_W     <= 0;
         reg_wr_en_W  <= 0;
         pc_four_W    <= 0;
         instr_W      <= 0;
         alu_data_W   <= 0;
         ld_data_W    <= 0;
         insn_vld_W   <= 0;
      end else begin
         if (flush) begin 
            wb_sel_W     <= 0;
            reg_wr_en_W  <= 0;
            pc_four_W    <= 0;
            instr_W      <= 0;
            alu_data_W   <= 0;
            ld_data_W    <= 0;
            insn_vld_W   <= 0;
         end else begin 
            if (enable) begin
               wb_sel_W     <= wb_sel_M;
               reg_wr_en_W  <= reg_wr_en_M;
               pc_four_W    <= pc_four_M;
               instr_W      <= instr_M;
               alu_data_W   <= alu_data_M;
               ld_data_W    <= ld_data_M;
               insn_vld_W   <= insn_vld_M;
            end else begin
               wb_sel_W     <= wb_sel_W;
               reg_wr_en_W  <= reg_wr_en_W;
               pc_four_W    <= pc_four_W;
               instr_W      <= instr_W;
               alu_data_W   <= alu_data_W;
               ld_data_W    <= ld_data_W;
               insn_vld_W   <= insn_vld_W;
            end 
         end
      end
   end
endmodule 
==> flow/run.sh <==
#!/bin/bash
# OpenROAD 26Q1-2900-gdf79404cd8, Yosys 0.63+post, stock flow scripts
make -C /OpenROAD-flow-scripts/flow DESIGN_CONFIG=/design/flow/config.mk WORK_HOME=/design/flow/orfs finish
==> flow/config.mk <==
export PLATFORM = sky130hd
export DESIGN_NAME = ME_WB_reg
export DESIGN_NICKNAME = ME_WB_reg
export VERILOG_FILES = /design/flow/design.v
export SDC_FILE = /design/flow/constraint.sdc
export NUM_CORES = 4
export LEC_CHECK = 1
export CORE_UTILIZATION = 40
==> flow/constraint.sdc <==
current_design ME_WB_reg

set clk_period 1.0
set clk_io_pct 0.2

create_clock -name clk0 -period $clk_period [get_ports {clk}]

set non_clock_inputs [all_inputs -no_clocks]
set_input_delay [expr $clk_period * $clk_io_pct] -clock clk0 $non_clock_inputs
set_output_delay [expr $clk_period * $clk_io_pct] -clock clk0 [all_outputs]
==> summary.txt <==
run metrics: Crit path largest cell delay=roughly 400 ps, die y size=around 120 µm, Post-DP HPWL=10300 µm, cell taking the most area after synthesis=dfrtp_1, Slew @ Worst Pin=~320 ps, EDFF count, synth=0, synth top area cells=dfrtp_1 (62%), mux2i_1 (25%), nor2_1 (9.2%), buf_8 (2.5%), buf_4 (0.84%), drt via density=between 4 and 5, Skew-Pair Late Insertion Delay=between 400 and 500 ps, Post-Synth AOI/OAI Area=0%, Post-synth seq share=between 60% and 70%, Final setup viols=~130, first-pass GRT wire length=between 20000 and 25000 µm, Crit path max-delay family=flip-flops, Crit path buffers/inverters=1, wire per inst=between 15 and 20 µm, Reg power frac=between 40% and 50%, yosys warns=1, Pint=about 11000 µW, chip area=0.0139 mm², asr flop ratio synth=roughly 100%, RePlAce Congestion=between 0.8 and 0.9, setup TNS=-12620 ps, Leak=~0.0045 µW, initial DRC count=around 210, mapped cell area=around 0.0054 mm², Clock Tree Root=clkbuf_16, Starting Density=between 40% and 50%, row cnt=slightly above 40, Worst IR Drop VDD=1120 µV, io pins=between 200 and 300, flop2flop setup slack=90 ps, largest net degree at the start of global routing=58, CTS tree=done, switching power=2970 µW, status=finished with violations, non-filler instance count after layout=approximately 900, Longest Clk Path Bufs=2, area share of the largest cell type after synthesis=61.6%, vias in the first global route=between 4k and 5k, P&R area growth vs syn=56.6%, initial antenna violation count=0, Syn Inst Count=between 400 and 500, Dominant Register Cell=dfrtp_1, Routed Antenna Nets=0, Post-Synth Simple-Gate Area=a little under a tenth, sw frac=21.7%, Fmax achieved=just under 900 MHz, DRC=0, Overflow after GRT=0, Comb area=0.00182 mm², Min Hold Slack=-373 ps, final hold vios=about 130, total CTS buffers=17, pwr dens=approximately 1600 mW/mm², Worst Setup End Kind=primary output, fin crit period=approximately 1100 ps, fin crit share=113%, tool warning count=29, Mux area share=approximately a quarter, Worst EP required=~800 ps, Rel. slew slack=roughly four fifths, Unique cell types=7, Worst Hold Class=in2async, core area=0.0128 mm², Max Clock Skew=0 ps, Ant. Diodes=0, Setup WS post-layout=-129 ps, CP Launch Type=flip-flop, failing checks=negative hold slack, negative setup slack, Clk network pwr share=44.5%, cell count listed in synth_stat.txt=426, Seq cells post-synth=132, CP max stage cell=dfrtp_1, H-tree Lvls=4, share of layout cells above drive strength 1=28.5%, Clock transition at path regs=50 ps, Slew Viols, Final=0, Placed Cells=860, Yosys Chip Area=between 0.005 and 0.006 mm², Largest logic family=multiplexers, Critical Path AT=930 ps, fill cell count=984, number of port buffers=267, First-pass DRT Iterations=4, combinational share of power=a little over an eighth, CTS Hold Buffers Added=1, register area=0.00330 mm², global-route total usage across every layer=between 20% and 30%, Die Wd=118 µm, RSZ-0062 raised after global routing=true, vias=approximately 4.2k, CP Cell Sequence=buf_2, Clock Sinks=132, Detailed Route WL=around 15000 µm, yosys adder share=0%, largest fanout on the critical path=2, mean area per synthesized cell=12.6 µm², Post-Place Setup Slack=-51.3 ps, xor/xnor share=0%, Post-synth top cells=dfrtp_1 (132), mux2i_1 (132), nor2_1 (132), clkbuf_1 (12), buf_8 (9), max-capacitance violation count=0, kind of critical path=reg2out
[power by group through the flow]
stage                 clock (µW)  sequential (µW)  combinational [µW]
final                       6100             5790                1820
after global routing        6450             5820                2000
after CTS                   6190             5790                1790
[per-stage QoR]
step	total power, µW	util, %	hold slack [ps]	instance area, µm²
after floorplan	6480	-	-95.6	5360
after global placement	7910	64.6	62.2	8280
after detailed placement	7920	64.6	61.6	8280
after CTS	13800	64.4	216	8250
after global routing	14300	65.4	-376	8390
final	13700	65.4	-373	8390
[layout by cell type, fill, tap and decap left out]
cell type	instances
buf_6	1
mux2i_1	132
dfrtp_1	132
clkbuf_8	5
clkbuf_16	17
clkinv_2	2
nor2_1	132
bufinv_16	2
buf_2	132
buf_12	7
clkdlybuf4s50_1	132
buf_4	46
clkbuf_1	4
[routing by layer]
metal | track usage (%) | up-vias | routed length [µm]
li1 | - | 2035 | -
met1 | 35.7 | 1967 | 6400
met2 | 32.9 | 193 | 6720
met3 | 8.70 | 15 | 1440
met4 | 3.45 | 0 | 248
met5 | 0 | - | 0
[state kept, by name (all words and copies together) (netlist names)]
name         flops
alu_data_W      32
instr_W         32
ld_data_W       32
pc_four_W       32
wb_sel_W         2
insn_vld_W       1
reg_wr_en_W      1
[cell families (layout without fill, tap and decap cells)]
kind of cell | Yosys count | count (layout)
muxes | 132 | 132
and+or+nand+nor | 132 | 132
DFF | 132 | 132
buffers and inverters | 30 | 348
[final timing paths]
kind / cells past startpoint / start / end
worst max-delay path: 1 / ld_data_W[13]$_DFFE_PN0P_ / ld_data_W[13]
worst min-delay path: 1 / rst_n / pc_four_W[1]$_DFFE_PN0P_
worst max register to register: 4 / alu_data_W[19]$_DFFE_PN0P_ / alu_data_W[19]$_DFFE_PN0P_
worst min register to register: 2 / ld_data_W[15]$_DFFE_PN0P_ / ld_data_W[15]$_DFFE_PN0P_
max in group asynchronous: 2 / rst_n / instr_W[4]$_DFFE_PN0P_
min in group clk0: 3 / flush / instr_W[19]$_DFFE_PN0P_
[what timing repair did]
| item | 4_1_cts | 5_1_grt |
|---|---|---|
| buffers inserted | 6 | 20 |
| setup endpoints to repair | 132 | 256 |
| endpoints found under the hold margin | 132 | 108 |
| pin swaps | 0 | 0 |
| gates cloned | 0 | 0 |
| gates resized | 415 | 0 |
[cell type report]
| cell class | count | area share (%) |
|---|---|---|
| flip-flops and latches | 132 | 39.4 |
| clock buffers | 26 | 6.07 |
| well taps | 172 | 2.56 |
| clock inverters | 4 | 0.835 |
| multi-input cells | 264 | 21.6 |
| repair buffers | 318 | 29.5 |
Power and IR drop assume default switching activity.
