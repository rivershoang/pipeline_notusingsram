## /design/flow/run.sh

```bash
#!/bin/bash
# OpenROAD 26Q1-2900-gdf79404cd8, Yosys 0.63+post, stock flow scripts
make -C /OpenROAD-flow-scripts/flow DESIGN_CONFIG=/design/flow/config.mk WORK_HOME=/design/flow/orfs finish
```

## /design/flow/config.mk

```make
export PLATFORM = sky130hd
export DESIGN_NAME = regfile
export DESIGN_NICKNAME = regfile
export VERILOG_FILES = /design/flow/design.v
export SDC_FILE = /design/flow/constraint.sdc
export NUM_CORES = 4
export LEC_CHECK = 1
export CORE_UTILIZATION = 30
```

## /design/flow/constraint.sdc

```tcl
current_design regfile

set clk_period 7.0
set clk_io_pct 0.2

create_clock -name clk0 -period $clk_period [get_ports {clk}]

set non_clock_inputs [all_inputs -no_clocks]
set_input_delay [expr $clk_period * $clk_io_pct] -clock clk0 $non_clock_inputs
set_output_delay [expr $clk_period * $clk_io_pct] -clock clk0 [all_outputs]
```

## /design/flow/design.v

```verilog
module regfile (
   input  logic        clk     , 
   input  logic        rst_n   ,
   input  logic [ 4:0] rs1_addr,
   input  logic [ 4:0] rs2_addr,
   input  logic [ 4:0] rd_addr , 
   input  logic        rd_wren ,
   input  logic [31:0] rd_data ,
   output logic [31:0] rs1_data, 
   output logic [31:0] rs2_data
);
   logic [31:0] register_array [0:31];
   integer i; 
   always_ff @(posedge clk or negedge rst_n) begin 
      if (!rst_n) begin 
         for (i = 0; i < 32; i = i + 1) begin
         register_array[i] <= 32'h0;
         end 
         end else if (rd_wren && (rd_addr != 5'b00000)) begin 
         register_array[rd_addr] <= rd_data;
      end
   end
   assign rs1_data = register_array[rs1_addr];
   assign rs2_data = register_array[rs2_addr];
endmodule
```

==> Table 3: Implementation characteristics <==
Characteristics after synthesis and place and route

Parameter                              Value

Placement
  Port Buffers    113
  Pre-CTS setup slack    0.499 ns
  Half-perimeter wire length of the detailed placement result    191,000 µm
  Routability Congestion    1.14
  Area after detailed placement    57,200 µm²

Yosys
  Main logic family    multiplexers
  Post-Synthesis Mean Instance Area    11.8 µm²
  Area figure in the yosys stat output    51,700 µm²
  Synthesis-stage register bit count    1,024
  Basic Gates by Area    7.12%
  Cell total in the yosys stat output    4,389
  Number of distinct library cells after synthesis    70
  Instance tally after logic synthesis    4,389
  Area fraction in mux cells    23.6%
  Main flop type after synthesis    sky130_fd_sc_hd__dfrtp_1
  Post-synthesis instance area    51,700 µm²
  Adder and majority cell fraction of the synthesized area    0%
  Compound-gate portion of the synthesized area    15.8%
  Asr flop ratio synth    100%
  Warnings from Yosys    2
  Number of synthesized flops with an enable pin    0
  Share of synthesized area occupied by flip-flops and latches    49.6%
  Synth Area in XOR/XNOR    0%

Setup path
  CP arrival    5.54 ns
  Slack of the worst reg-to-reg path    6.01 ns
  Maximum fanout along the worst path    21
  R2R cell count    1
  Beginning of the worst register-to-register path    register_array[6][3]
  Critical Path Source Type    input port
  Category of the most critical setup path    in -> out
  Critical Path Sink Type    output pin
  Reg2reg end    register_array[6][3]
  Crit path required time    5.60 ns

Die
  # rows    151
  Total I/O pin count    114
  Starting density of the core    30.4%
  Die Footprint    174,000 µm²
  Die height    417 µm
  Core region area    170,000 µm²
  Horizontal die size    417 µm

STA
  Unrepaired setup endpoints after global routing    no
  Achievable clock frequency    144 MHz
  Actual slew at the worst max-slew pin    1.21 ns
  Final slew viol count    0
  Slack of the critical path    0.0565 ns
  Minimum clock period    6.94 ns
  Hold Violations, Final    0
  Fin crit share    99.2%
  Final setup violation count    0
  Max-slew headroom at the worst pin    19.3%
  Worst slack on hold paths    0.405 ns
  Worst clock skew    0 ns
  Total Neg Setup Slack    0 ns

GRT
  Via count of the first global-routing pass    45,800
  Total overflow reported by the global router    0
  Antenna violations before repair    24
  Total routing resource utilization after global routing    34.8%
  First-pass GRT wire length    400,000 µm
  Pin count of the biggest net entering global routing    129

Job
  Total of max-cap violations    0
  Tally of OpenROAD warnings    41

CTS
  Clock Latency Late Sink    0.78 ns
  Post-CTS Resized    0
  CTS buffer count    114
  Clock buffer depth    3
  Clock-pin slew on the worst setup and hold paths    0.06 ns
  Number of buffers inserted by post-CTS setup repair    0
  Clock Sinks    1,024
  Level count of the clock H-tree    3
  CTS tree    built
  CTS hold repair buffers    0
  Clk root buf    sky130_fd_sc_hd__clkbuf_16

Layout
  Share of the core filled with cells in the final layout    36.1%
  Design area    61,400 µm²
  Flip-flop count of the largest register after layout    1,024
  Synthesis-to-layout area growth    18.8%
  Share of final-layout standard cells stronger than drive strength 1    36.4%
  Dominant logic cell types in the final layout    sky130_fd_sc_hd__dfrtp_1, sky130_fd_sc_hd__mux2_2, sky130_fd_sc_hd__a22oi_1
  Biggest regs    register_array: 1024 flops
  Register ranked first by flip-flop count    register_array
  Most frequent logic cell in the layout    sky130_fd_sc_hd__dfrtp_1

Drt
  Vias per std cell    6.74
  Detailed Routing Iterations Pass 1    11
  Average routed wire per standard cell    42.7 µm
  Routed via count    46,800
  Count of unresolved DRC violations after routing    0
  Wire length reported by the detailed router    296,000 µm
  Iteration-0 DRC Markers    6,764
  Post-detailed-route count of antenna-violating nets    0

Worst hold path
  Hold Path End    register_array[0][26]
  Count of cells along the worst hold path    0
  Hold path startpoint    register_array[0][26]
  Type of the most critical hold path    reg -> reg

Power
  Leak    26.2 nW
  Worst IR Drop VDD    0.224 mV
  Areal power density over the cells    286 nW/µm²

Status
  Result of the run    finished clean
==> critical path: stages <==
cell and delay [ns]:
sky130_fd_sc_hd__buf_2 0.36, sky130_fd_sc_hd__buf_4 0.36, sky130_fd_sc_hd__or3_1 0.56, sky130_fd_sc_hd__nor2_4 0.24, sky130_fd_sc_hd__buf_12 0.26, sky130_fd_sc_hd__a22oi_1 0.82
sky130_fd_sc_hd__o211ai_1 0.51, sky130_fd_sc_hd__o32a_1 0.50, sky130_fd_sc_hd__clkdlybuf4s50_1 0.42
==> area by class of cell <==
cell class	instances	area, µm²
Sequential cell	1024	25600
Tap cell	2295	2870
Clock inverter	53	721
Antenna cell	26	65.1
Timing Repair Buffer	466	4150
Clock buffer	162	3370
Fill cell	16400	109000
Multi-Input combinational cell	2909	24500
Inverter	5	18.8
==> Yosys cell counts, drive strengths merged, types with 10 or more instances <==
master	instances	area [µm²]
a222oi	26	260
nand4	92	576
o211ai	10	75.1
and2	10	62.6
o21ai	35	175
nor2b	17	106
dfrtp	1024	25600
clkbuf	202	758
a22o	55	482
a32oi	27	236
o32a	10	100
a31oi	29	181
and4	11	96.3
a221oi	28	245
buf	249	1250
nor2	192	798
a22oi	700	5260
nor4	22	144
and3	11	68.8
nand3	45	225
o22ai	20	125
a2111oi	10	88.8
nor3	79	422
mux2i	61	611
a21oi	75	375
nand2b	17	106
nand2	196	738
mux2	1017	11500
==> routing by layer <==
metal  track usage (%)  up-vias  part of all wire (%)
li1                  -    17200                     -
met1              40.0    23400                    34
met2              45.9     4407                    39
met3              22.8     1745                    17
met4              25.3       27                    10
met5              2.58        -                  0.13
==> through the flow <==
step,power [mW],std cells
2_1_floorplan,9.29,4389
3_3_place_gp,10.8,6699
3_5_place_dp,10.9,6699
4_1_cts,17.4,6914
5_1_grt,18.0,6923
6_report,17.5,6940
==> worst max path at each step <==
| stage | cells after the start | start | slack (ns) | end |
|---|---|---|---|---|
| after CTS | 10 | rs2_addr[4] | 0.49 | rs2_data[1] |
| after global routing | 9 | rs1_addr[2] | 0.32 | rs1_data[19] |
| final | 9 | rs1_addr[2] | 0.06 | rs1_data[19] |
==> cell families after synthesis <==
group,after synthesis
AND/OR/NAND/NOR,736
multiplexers,1083
AND-OR/OR-AND,1090
buffers and inverters,456
flip-flops,1024
==> power breakdown <==
group	internal [mW]	leakage, nW	total, mW	switching (mW)
Sequential	7.03	13.1	8.25	1.22
Combinational	1.36	11.1	2.67	1.32
Clock	3.87	2.00	6.60	2.73
Power is estimated from default activity; no workload was simulated.
