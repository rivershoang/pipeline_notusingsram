$ cat flow/run.sh
#!/bin/bash
# OpenROAD 26Q1-2900-gdf79404cd8, Yosys 0.63+post, stock flow scripts
make -C /OpenROAD-flow-scripts/flow DESIGN_CONFIG=/design/flow/config.mk WORK_HOME=/design/flow/orfs finish
$ cat flow/config.mk
export PLATFORM = sky130hd
export DESIGN_NAME = ID_EX_reg
export DESIGN_NICKNAME = ID_EX_reg
export VERILOG_FILES = /design/flow/design.v
export SDC_FILE = /design/flow/constraint.sdc
export NUM_CORES = 4
export LEC_CHECK = 1
export CORE_AREA = 10 10 201 201
export DIE_AREA = 0 0 211 211
$ cat flow/constraint.sdc
current_design ID_EX_reg

set clk_period 1.0
set clk_io_pct 0.2

create_clock -name clk0 -period $clk_period [get_ports {clk}]

set non_clock_inputs [all_inputs -no_clocks]
set_input_delay [expr $clk_period * $clk_io_pct] -clock clk0 $non_clock_inputs
set_output_delay [expr $clk_period * $clk_io_pct] -clock clk0 [all_outputs]
$ cat flow/design.v
module ID_EX_reg (
   input  logic         clk         , 
   input  logic         rst_n       ,     
   input  logic         flush       ,
   input  logic         enable      ,
   input  logic [ 1:0]  wb_sel_D    ,
   input  logic         mem_wr_en_D ,
   input  logic [ 3:0]  bmask_D     ,
   input  logic [ 2:0]  ld_sel_D    ,
   input  logic [ 3:0]  alu_sel_D   ,
   input  logic         a_sel_D     ,
   input  logic         b_sel_D     ,
   input  logic         br_un_D     ,
   input  logic         reg_wr_en_D ,
   input  logic         insn_vld_D  ,   
   input  logic [31:0]  instr_D     ,
   input  logic [31:0]  pc_D        ,
   input  logic [31:0]  rs1_data_D  ,
   input  logic [31:0]  rs2_data_D  ,
   input  logic [31:0]  imm_D       ,
   output logic [ 1:0]  wb_sel_E    ,
   output logic         mem_wr_en_E ,
   output logic [ 3:0]  bmask_E     ,
   output logic [ 2:0]  ld_sel_E    ,
   output logic [ 3:0]  alu_sel_E   ,
   output logic         a_sel_E     ,
   output logic         b_sel_E     ,
   output logic         br_un_E     ,
   output logic         reg_wr_en_E ,
   output logic         insn_vld_E  ,
   output logic [31:0]  instr_E     ,
   output logic [31:0]  pc_E        ,
   output logic [31:0]  rs1_data_E  ,
   output logic [31:0]  rs2_data_E  ,
   output logic [31:0]  imm_E
);
   always_ff @(posedge clk or negedge rst_n) begin
      if (!rst_n) begin 
         wb_sel_E     <= 0;
         mem_wr_en_E  <= 0;
         bmask_E      <= 0;
         ld_sel_E     <= 0;
         alu_sel_E    <= 0;
         a_sel_E      <= 0;
         b_sel_E      <= 0;
         br_un_E      <= 0;
         reg_wr_en_E  <= 0;
         instr_E      <= 0;
         pc_E         <= 0;
         rs1_data_E   <= 0;
         rs2_data_E   <= 0;
         imm_E        <= 0;
         insn_vld_E   <= 0;
      end else begin 
         if (flush) begin 
            wb_sel_E     <= 0;
            mem_wr_en_E  <= 0;
            bmask_E      <= 0;
            ld_sel_E     <= 0;
            alu_sel_E    <= 0;
            a_sel_E      <= 0;
            b_sel_E      <= 0;
            br_un_E      <= 0;
            reg_wr_en_E  <= 0;
            instr_E      <= 0;
            pc_E         <= 0;
            rs1_data_E   <= 0;
            rs2_data_E   <= 0;
            imm_E        <= 0;
            insn_vld_E   <= 0;
         end else begin 
            if (enable) begin
               wb_sel_E     <= wb_sel_D;
               mem_wr_en_E  <= mem_wr_en_D;
               bmask_E      <= bmask_D;
               ld_sel_E     <= ld_sel_D;
               alu_sel_E    <= alu_sel_D;
               a_sel_E      <= a_sel_D;
               b_sel_E      <= b_sel_D;
               br_un_E      <= br_un_D;
               reg_wr_en_E  <= reg_wr_en_D;
               instr_E      <= instr_D;
               pc_E         <= pc_D;
               rs1_data_E   <= rs1_data_D;
               rs2_data_E   <= rs2_data_D;
               imm_E        <= imm_D;
               insn_vld_E   <= insn_vld_D;
            end else begin
               wb_sel_E     <= wb_sel_E;
               mem_wr_en_E  <= mem_wr_en_E;
               bmask_E      <= bmask_E;
               ld_sel_E     <= ld_sel_E;
               alu_sel_E    <= alu_sel_E;
               a_sel_E      <= a_sel_E;
               b_sel_E      <= b_sel_E;
               br_un_E      <= br_un_E;
               reg_wr_en_E  <= reg_wr_en_E;
               instr_E      <= instr_E;
               pc_E         <= pc_E;
               rs1_data_E   <= rs1_data_E;
               rs2_data_E   <= rs2_data_E;
               imm_E        <= imm_E;
               insn_vld_E   <= insn_vld_E;
            end
         end
      end
   end
endmodule
==> flow_summary.toml <==
# yosys + openroad results
[clock_network]
cts_tree = "yes"
cts.sinks = 179
clk_latency_ns = 0.44
cts_buffers = 17
clockRootBuffer = "clkbuf_16"
htree_levels = 4
ctsLongestPathBuffers = 2
cts.clk_slew.worst_paths_ns = 0.07

[sta]
rsz0062_at_grt = "true"
maxSlewViolCount = 0
hold_violations = 0
whs_ns = 0.1528
tightest_slew_ns = 0.6445
fin_skew_ns = 0
layout_setup_ws_ns = -0.1638
setup_viol = 307
relSlewSlack_pct = 56.89
clock.fmax_mhz = 859.2
fin_crit_ns = 1.164
finalClockPeriodUsage_pct = 116.4

[power_and_ir_drop]
powerDensity_nw_per_um2 = 1475
peakVddDrop_uv = 1147
power.leakage_nw = 6.363

[worst_setup_path]
cp.arrival_ns = 0.96
reg2regPathDepth = 5
slowest_stage = "dfrtp_1"
crit_type = "reg2out"
critPathTopFamily = "flip-flops"
path_buffers = 1
startpoint_type = "flip-flop"
regToRegStartpoint = "rs1_data_E[2]"
max_stage_delay_ns = 0.39
crit_fanout = 2
r2r_end = "rs1_data_E[2]"
crit_path_end_kind = "output pin"
path_cells = "buf_2"
reg2reg_slack_ns = -0.01
cp.required_ns = 0.80

[worst_hold_path]
hold_depth = 3
hp-class = "in2reg"
worstHoldEndpoint = "rs2_data_E[25]"
worstHoldStart = "flush"

[cells_and_area]
layout-drive-gt1-share_pct = 31.42
area_growth_pct = 65.39
final_area_sq_um = 12010
n_fill_cell = 3598

[route]
drc = 0
ant_nets = 0
drtIter0Drc = 238
first_pass_iters = 4
vias = 5845
vias_per_cell = 3.876
diodes = 0
wl_mm = 25.25
wl_per_cell_um = 16.74

[global_routing]
overflow = 0
antenna_found_initial = 0
grt_pass1_wl_mm = 38.38
grt_use_total_pct = 11.13
grt_pass1_vias = 6195
grt_max_degree = 53

[die]
fp.dieH_um = 211
core_sq_um = 35740
row_count = 69
ioPinCount = 362
dieArea_sq_um = 44520
die_w_um = 211
fp_util_pct = 20.32

[synthesis]
synth_area_sq_um = 7262
yosysTopAreaCell = "dfrtp_1"
area_leaders = "dfrtp_1 (62%), mux2i_1 (25%), nor2_1 (9.3%), buf_8 (2.3%), buf_4 (0.72%)"
synth_chip_area_sq_um = 7262
yosysTopAreaCellShare_pct = 61.68
avgSynthCellArea_sq_um = 12.59
yosysSeqAreaShare_pct = 61.68
synth_cell_types = 9
ys_cells = 577
synth_cells = 577
yosysWarnings = 1
ys_ff = 179

[placement]
dpl-instance-area_sq_um = 11860
io_buffers = 361
gp_congestion = 0.8372
place_hpwl_mm = 19.10

[run]
tool_warnings = 28
cap_violations = 0

[status]
status = "finished, violations left"
failed_checks = "negative setup slack"
[cells in the final DEF (no fill, tap or decap), drive strengths merged]
cell	synthesis	routed
nor2	179	179
inv	0	5
buf	27	298
clkdlybuf4s50	0	179
dfrtp	179	179
mux2i	179	179
clkinvlp	0	3
clkbuf	13	19
dlygate4sd3	0	1
clkinv	0	2
bufinv	0	3
[cell families (layout without fill, tap and decap cells)]
logic type | count (synthesis) | in the layout | synth area share (%)
buffers and inverters | 40 | 510 | 4.393
flip-flops | 179 | 179 | 61.68
multiplexers | 179 | 179 | 24.67
AND/OR/NAND/NOR | 179 | 179 | 9.252
[area by class of cell]
type	instances	area [sq um]	share of cell area, %
well taps	461	576.8	4.803
repair buffers	478	3877	32.28
clock inverters	13	170.2	1.417
multi-input cells	358	2464	20.51
clock buffers	19	442.9	3.688
flip-flops and latches	179	4479	37.30
[layer usage]
layer  up-vias  GRT usage (%)  routed length, um
met1      2754          14.80              10730
met5         -              0                  0
met4         0          1.074                252
met2       254          16.55              11210
li1       2820              -                  -
met3        17          5.776               3064
[cell usage after synthesis]
| library cell | count |
|---|---|
| mux2i_1 | 179 |
| buf_1 | 4 |
| buf_4 | 7 |
| buf_8 | 11 |
| dfrtp_1 | 179 |
| buf_2 | 3 |
| buf_6 | 2 |
| clkbuf_1 | 13 |
| nor2_1 | 179 |
[where the power goes]
group	internal, mW	switching, mW	total, mW
Combinational	1.71	1.04	2.75
Clock	4.04	3.08	7.12
Sequential	7.64	0.197	7.84
Total	13.4	4.32	17.7
[sequential cells by signal, indices dropped and copies added, names as in the netlist]
signal       flops
br_un_E          1
bmask_E          4
ld_sel_E         3
rs1_data_E      32
imm_E           32
a_sel_E          1
rs2_data_E      32
alu_sel_E        4
instr_E         32
mem_wr_en_E      1
wb_sel_E         2
insn_vld_E       1
b_sel_E          1
pc_E            32
reg_wr_en_E      1
[stage by stage]
step	instances	power [mW]	utilization (%)	setup WS, ns	setup TNS, ns
finish	1508	17.71	33.60	-0.1638	-32.23
global route	1508	18.58	33.60	-0.2356	-55.71
CTS	1470	17.92	32.80	-0.2067	-42.28
detailed placement	1419	11.00	33.19	-0.05680	-6.107
global placement	1419	10.99	33.19	-0.05412	-5.098
floorplan	577	8.789	-	-0.009163	-0.9163
[tightest hold or removal path, stage by stage]
cell and delay [ns]:
buf_4 0.12, buf_12 0.17, nor2_1 0.06
[worst max path at each step]
stage                 cells after the start      from  endpoint  slack, ns
after CTS                                 1  imm_E[3]  imm_E[3]      -0.21
after global routing                      1  imm_E[3]  imm_E[3]      -0.24
final                                     1  imm_E[3]  imm_E[3]      -0.16
[timing repair]
item	in CTS	in global routing
resized	591	0
setup buffers	18	38
hold buffers	1	1
hold endpoints to repair	91	91
setup endpoints to repair	179	349
Power is estimated from default activity; no workload was simulated.
