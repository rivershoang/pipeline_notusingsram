**/design/flow/config.mk**
```make
export PLATFORM = sky130hd
export DESIGN_NAME = EX_ME_reg
export DESIGN_NICKNAME = EX_ME_reg
export VERILOG_FILES = /design/flow/design.v
export SDC_FILE = /design/flow/constraint.sdc
export NUM_CORES = 4
export LEC_CHECK = 1
export CORE_UTILIZATION = 40
```
**/design/flow/constraint.sdc**
```tcl
current_design EX_ME_reg

set clk_period 1.4
set clk_io_pct 0.2

create_clock -name clk0 -period $clk_period [get_ports {clk}]

set non_clock_inputs [all_inputs -no_clocks]
set_input_delay [expr $clk_period * $clk_io_pct] -clock clk0 $non_clock_inputs
set_output_delay [expr $clk_period * $clk_io_pct] -clock clk0 [all_outputs]
```
**/design/flow/design.v**
```verilog
module EX_ME_reg (
   input  logic         clk         , 
   input  logic         rst_n       ,   
   input  logic         flush       ,
   input  logic         enable      ,
   input  logic [ 1:0]  wb_sel_E    ,  
   input  logic         mem_wr_en_E ,
   input  logic [ 3:0]  bmask_E     ,
   input  logic [ 2:0]  ld_sel_E    ,
   input  logic         reg_wr_en_E ,
   input  logic         insn_vld_E  ,
   input  logic [31:0]  instr_E     ,
   input  logic [31:0]  pc_E        , 
   input  logic [31:0]  alu_data_E  ,
   input  logic [31:0]  rs2_data_E  ,
   output logic [ 1:0]  wb_sel_M    ,
   output logic         mem_wr_en_M ,
   output logic [ 3:0]  bmask_M     ,
   output logic [ 2:0]  ld_sel_M    ,
   output logic         reg_wr_en_M ,
   output logic         insn_vld_M  ,
   output logic [31:0]  instr_M     ,
   output logic [31:0]  pc_M        , 
   output logic [31:0]  alu_data_M  ,
   output logic [31:0]  rs2_data_M
);
   always_ff @(posedge clk or negedge rst_n) begin
      if (!rst_n) begin 
         wb_sel_M          <= 0;
         mem_wr_en_M       <= 0;
         bmask_M           <= 0;
         ld_sel_M          <= 0;
         reg_wr_en_M       <= 0;
         instr_M           <= 0;
         pc_M              <= 0;
         alu_data_M        <= 0;
         rs2_data_M        <= 0;
         insn_vld_M        <= 0;
      end else begin 
         if (flush) begin 
            wb_sel_M          <= 0;
            mem_wr_en_M       <= 0;
            bmask_M           <= 0;
            ld_sel_M          <= 0;
            reg_wr_en_M       <= 0;
            instr_M           <= 0;
            pc_M              <= 0;
            alu_data_M        <= 0;
            rs2_data_M        <= 0;
            insn_vld_M        <= 0;
         end else begin 
            if (enable) begin
               wb_sel_M          <= wb_sel_E;
               mem_wr_en_M       <= mem_wr_en_E;
               bmask_M           <= bmask_E;
               ld_sel_M          <= ld_sel_E;
               reg_wr_en_M       <= reg_wr_en_E;
               instr_M           <= instr_E;
               pc_M              <= pc_E;
               alu_data_M        <= alu_data_E;
               rs2_data_M        <= rs2_data_E;
               insn_vld_M        <= insn_vld_E;
            end else begin
               wb_sel_M          <= wb_sel_M;
               mem_wr_en_M       <= mem_wr_en_M;
               bmask_M           <= bmask_M;
               ld_sel_M          <= ld_sel_M;
               reg_wr_en_M       <= reg_wr_en_M;
               instr_M           <= instr_M;
               pc_M              <= pc_M;
               alu_data_M        <= alu_data_M;
               rs2_data_M        <= rs2_data_M;
               insn_vld_M        <= insn_vld_M;
            end 
         end
      end
   end
endmodule 
```
**/design/flow/run.sh**
```bash
#!/bin/bash
# OpenROAD 26Q1-2900-gdf79404cd8, Yosys 0.63+post, stock flow scripts
make -C /OpenROAD-flow-scripts/flow DESIGN_CONFIG=/design/flow/config.mk WORK_HOME=/design/flow/orfs finish
```
==> run summary <==
Results of the run.

The clock-pin transition on the worst setup and hold timing paths is approximately 0.06 ns. In this run the critical path is formed by dlygate4sd2_1. The flow ran to the end, but the final reports show violations.

The number of failing hold endpoints at the final stage is 35. Routability-driven placement finished with a final weighted congestion of between 0.8 and 0.9. The root buffer cell chosen for the clock tree is sky130_fd_sc_hd__clkbuf_16. The sum of negative setup slack is 0 ns. The total placed cells including tap cells is ~900. Once iteration 0 of detailed routing completed, the report listed around 190 DRC markers. The worst-path maximum fanout is 2. After synthesis, the netlist uses 8 different library cells.

The final reports fail on hold timing. The kind of end point of the critical path is a primary output. Setup repair after global routing left no endpoint under its margin. Yosys reported a register bit count of around 140. The number of antenna violations at the first check in global routing is 0.

The total half-perimeter wirelength after legalization and detailed placement is 11100 um. The register area share after synthesis is 0.613. The warning tally printed by Yosys for this design is 1. The end-of-flow timing check tallies setup violations at 0. The share of total power dissipated in combinational logic is 0.136. The critical path is of the register to primary output type. Per the summary, power density relative to cell area is around 1100 nW/um^2. Per the post-place timing report, worst setup slack is ~0.25 ns. The largest vdd supply drop is 0.000666 V.

According to the hold report, the worst path is of the primary input to asynchronous set/reset pin type. The largest area contributor in the synthesized netlist is sky130_fd_sc_hd__dfrtp_1. Sorting the synthesized cells by area gives the leading types as sky130_fd_sc_hd__dfrtp_1, sky130_fd_sc_hd__mux2i_1, sky130_fd_sc_hd__nor2_1, sky130_fd_sc_hd__buf_8, sky130_fd_sc_hd__buf_2.

For this run, the total global-route usage over all layers was measured as 0.227. The routed design ends up with an antenna cell count of 0. Per the final layout report, the fraction of cells sized above drive strength 1 comes to 0.0796. The post-detailed-route count of antenna-violating nets is 0. The maximum buffer depth of the clock tree is 2. The clock insertion delay at the later pin of the skew report is around 0.41 ns.

The longest incremental delay of any stage on the critical path is reported as ~0.38 ns. Before any placement, the netlist area is recorded as around 5700 um^2. Per the slew report, the remaining headroom to the max-slew limit stands at 0.706. The slowest stage of the critical path belongs to the cell sky130_fd_sc_hd__dfrtp_1. The max-capacitance violation count is 0. The yosys-reported design area after synthesis is between 5000 and 6000 um^2.

The maximum number of pins on one net before global-route repair is ~45. For reference, the placement row count at floorplan is about 43. The endpoint arrival time on the critical path is about 1.1 ns. The timing-limited maximum frequency is around 750 MHz. Dividing the final minimum period by the clock period gives 0.955. The net switching fraction of the power is 0.217. Measured along the x axis, the die boundary spans around 120 um.

The layout has 1059 filler cells. Of the post-synthesis cell area, the dominant cell type holds 0.613. The synthesized area divided by synthesized cell count is between 10 and 15 um^2. The CTS buffer count is 17. The number of input and output port buffers inserted is roughly 280. The count of boundary I/O pins is 284. The average vias per placed instance is 4.64. The TritonCTS clock tree is yes. The total routed wirelength is between 15000 and 20000 um. The via total after detailed routing is approximately 4.4k.

The vertical die dimension is ~120 um. In this design, the largest share of critical-path delay is due to flip-flops. The logs give a warning total of 28. The first global-routing pass estimated about 24000 um of wire. The H-tree depth is 4.

The core region is around 14000 um^2. The routed wirelength normalized by instance count is 16.6 um. The final-layout worst hold slack is -0.213 ns. Once layout is complete, the cells apart from fillers number ~950. The area growth from synthesis to layout is 62.1%. The reported net switching power is ~2.2 mW. The tree built by TritonCTS fans out to 140 sinks.

The global route stage reports its total congestion overflow as 0. The gate count after technology mapping is ~450. The number of global-route vias before repair was between 4k and 5k. Counting pins that exceed their max-slew limit in the final report gives 0. The first-pass iteration count of the detailed router is 4.

The critical path buffer and inverter count is 1. The cell count listed in synth_stat.txt is 452. Of the total power, registers draw 0.427.

Of the total power, the clock network draws 0.437. Setup slack closes at ~0.062 ns. The cell leakage power is 5.01 nW. The nature of the critical path startpoint is a register.

The most common logic cells in the final layout are sky130_fd_sc_hd__mux2i_1, sky130_fd_sc_hd__nor2_1, sky130_fd_sc_hd__dfrtp_1, sky130_fd_sc_hd__clkdlybuf4s50_1, sky130_fd_sc_hd__dlygate4sd2_1. For this run, design rule violations remaining after detail routing come to 0. The full die area is ~15000 um^2. In the final run the clock tree shows a worst skew of 0 ns. The worst-margin pin slew is about 0.44 ns. The internal power contribution is approximately 8 mW. The worst path in the final design needs a cycle of ~1.3 ns, including I/O delays and setup. The total power draw is about 10 mW. The floorplan step records an initial core utilization of 0.411. The worst endpoint required time is ~1.1 ns.
-- flip-flops by register name, summed over array words and instances (netlist names), 2 cells and up --
name / count
alu_data_M: 32
instr_M: 32
pc_M: 32
rs2_data_M: 32
bmask_M: 4
ld_sel_M: 3
wb_sel_M: 2
-- cell type report --
cell class	count	area, um^2	area share
Timing Repair Buffer	314	3020	0.326
Sequential cell	140	3500	0.378
Multi-Input combinational cell	280	1930	0.208
Clock inverter	8	115	0.0124
Clock buffer	24	472	0.0510
Tap cell	180	225	0.0243
-- logic make-up after synthesis --
family / count (synthesis) / synth area share
buffers and inverters: 32 / 0.0491
DFF: 140 / 0.613
muxes: 140 / 0.245
and+or+nand+nor: 140 / 0.0920
-- power by group through the flow --
stage	registers [mW]	clock network, mW	logic, mW
final	4.39	4.48	1.39
after CTS	4.39	4.57	1.43
after global routing	4.41	4.76	1.53
-- worst paths after layout --
kind                                    startpoint                         end  slack (ns)  depth (start not counted)
min reg2reg                   pc_M[27]$_DFFE_PN0P_        pc_M[27]$_DFFE_PN0P_        0.51                          2
min in group clk0                           enable        pc_M[26]$_DFFE_PN0P_        0.22                          3
max                            pc_M[7]$_DFFE_PN0P_                     pc_M[7]        0.06                          1
max in group asynchronous                    rst_n  alu_data_M[11]$_DFFE_PN0P_        1.07                          2
min                                          rst_n        pc_M[28]$_DFFE_PN0P_       -0.21                          1
max reg2reg                instr_M[26]$_DFFE_PN0P_     instr_M[26]$_DFFE_PN0P_        0.58                          3
-- repair_timing --
action | in CTS | in global routing
setup buffers | 16 | 0
endpoints found under the setup margin | 140 | 0
hold endpoints to repair | 35 | 35
resized | 140 | 0
-- per-layer routing --
metal  vias to the layer above  GRT usage  wire, um
met1                      2082      0.338      6580
met3                        19     0.0869      1690
li1                       2098          -         -
met5                         -          0         0
met2                       193      0.339      7140
met4                         0     0.0332       273
-- cells in the mapped netlist (all sizes together) --
master and instances:
mux2i 140, buf 26, clkbuf 6, nor2 140, dfrtp 140
-- stage by stage --
stage          cell area, um^2   util  hold slack (ns)
2_1_floorplan             5710      -          -0.0156
3_3_place_gp              8730  0.629            0.241
3_5_place_dp              8730  0.629            0.244
4_1_cts                   9260  0.667           -0.201
5_1_grt                   9260  0.667           -0.194
6_report                  9260  0.667           -0.213
Power figures rest on the tool's default switching activity, not on a simulated workload.
