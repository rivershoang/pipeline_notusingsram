**/design/flow/design.v**
```verilog
module brc (
   input  logic [31:0] rs1_data,
   input  logic [31:0] rs2_data,
   input  logic        br_un,     
   output logic        br_less,   
   output logic        br_equal   
);
   logic [32:0] data_s, data_us;
   sub_compare br_comp (
      .a       (rs1_data  ),
      .b       (rs2_data  ),
      .data_s  (data_s    ),
      .data_us (data_us   )
   );
   assign br_less  = (br_un) ? data_s[32] : data_us[32]; 
   assign br_equal = (rs1_data == rs2_data) ? 1 : 0;
endmodule
module sub_compare (
   input  logic [31:0] a     ,
   input  logic [31:0] b     ,
   output logic [32:0] data_s,
   output logic [32:0] data_us
);
   assign data_s = {(a[31]),a[31:0]} + ((~{b[31],b[31:0]}) + 1'b1);   
   assign data_us = {1'b0,a[31:0]} + ~({1'b0,b[31:0]}) + 1'b1;        
endmodule
```
**/design/flow/run.sh**
```bash
#!/bin/bash
# OpenROAD 26Q1-2900-gdf79404cd8, Yosys 0.63+post, stock flow scripts
make -C /OpenROAD-flow-scripts/flow DESIGN_CONFIG=/design/flow/config.mk WORK_HOME=/design/flow/orfs finish
```
**/design/flow/config.mk**
```make
export PLATFORM = sky130hd
export DESIGN_NAME = brc
export DESIGN_NICKNAME = brc
export VERILOG_FILES = /design/flow/design.v
export SDC_FILE = /design/flow/constraint.sdc
export NUM_CORES = 4
export LEC_CHECK = 1
export CORE_AREA = 10 10 93 93
export DIE_AREA = 0 0 103 103
```
**/design/flow/constraint.sdc**
```tcl
current_design brc

set clk_period 3.7
set clk_io_pct 0.2

create_clock -name clk0 -period $clk_period

set non_clock_inputs [all_inputs -no_clocks]
set_input_delay [expr $clk_period * $clk_io_pct] -clock clk0 $non_clock_inputs
set_output_delay [expr $clk_period * $clk_io_pct] -clock clk0 [all_outputs]
```
==> results.ini <==
[status]
status=completed

[power_and_ir_drop]
pwr_density_cell_mw_per_mm2=95.4
vdd_ir_drop_max_uv=25.3
clockPowerShare_pct=0
p_seq_share_pct=0
p_int_mw=0.109
p_sw_mw=0.0555
p_sw_share_pct=33.8
power_frac_comb_pct=100.0
cellLeakagePower_nw=0.871

[grt]
overflow=0
grt_max_degree=4
grt_antenna_before_repair=0
first_global_vias=1113
grt_pass1_wl_um=4840
grt_usage_pct=5.52

[clock_tree]
cts_hold_buf=0

[routing]
wl_um=3010
drcViolationCount=0
routed.top_layer=met3
wl_met1_um=1320
vias=1042
via_per_inst=3.80
wl_per_cell_um=11.0
wl_met3_um=318
met2_wirelength_um=1370
drt_iter0_markers=1
antenna_cells=0
ant_nets=0
dr.pass1.iters=4

[floorplan]
core_mm2=0.00676
die_h_um=103
pin_count=67
die_x_um=103
rows=30
fp_util_pct=12.1
die_area_mm2=0.0106

[finish]
postLayoutCellArea_mm2=0.00172
final_cells=274
layout-drive-gt1-share_pct=10.3
seq_cells=0
clkbuf_count=0
ff_latch_area_um2=0
area_growth_pct=110

[critical_path]
cp-start-kind=primary input
critPathKind=in -> out
setup.worst_path.end_class=primary output
cp.required_ns=2.96
crit_arrival_ns=2.85
crit_fanout=2

[sta]
hold_violations=0
finalClockPeriodUsage_pct=97.0
holdWs_ns=2.28
slew_headroom_pct=82.9
fin_crit_ns=3.59
grt_setup_unrepaired=true
setup_viol=0
worst_pin_slew_ns=0.254
timing.fmax_ghz=0.278
slew_violations=0

[synthesis]
synth_cells=113
area_leaders=ha_1 49%, inv_1 16%, a21oi_1 6.1%
ys_cells=113
yosysTopAreaCell=ha_1
yosys-stat-area_um2=818
ys.warnings.count=0
ys_types=22
yosys.area.top_type_share_pct=48.9
syn_area_per_cell_um2=7.24
synth.cell_area_um2=818
seq_area_frac_synth_pct=0

[flow_run]
tool_warnings=33
drv_cap=0

[placement]
gp_congestion=0.798
dp_hpwl_um=2830
io_buffers=67
dpl.cell_count=270
placed_area_mm2=0.00166

[worst_hold_path]
min_path_type=in -> out

[final cells by class]
type,instances,area (um2)
Fill cell,725,5030
Timing Repair Buffer,81,777
Multi-Input combinational cell,79,717
Inverter,34,128
Tap cell,80,100
[layout by cell type, fill, tap and decap left out, types with 2 or more instances in the layout]
| master | count |
|---|---|
| nand3_1 | 4 |
| o21ai_0 | 2 |
| nand4_1 | 6 |
| nor2_1 | 2 |
| inv_1 | 34 |
| ha_1 | 31 |
| buf_4 | 14 |
| a21o_1 | 2 |
| clkdlybuf4s50_1 | 65 |
| a221o_1 | 2 |
| a21oi_1 | 10 |
| nand2_1 | 7 |
[repair_timing]
action / CTS / global route
gates resized: 2 / 5
pin swaps: 3 / 4
endpoints found under the setup margin: 2 / 2
buffers inserted: 3 / 1
gates cloned: 0 / 0
[cells in the mapped netlist]
master and instances:
and4_1 1, nor2_1 2, a21o_1 2, o32ai_1 1, ha_1 32, a21oi_1 10
o221ai_2 1, nor3_1 1, a221o_1 2, a221oi_1 1, o211ai_1 1, o31a_1 1
a21boi_0 1, nor4_1 1, a221oi_2 1, nand2_1 7, nand3_1 4, and2_0 1
inv_1 34, nor2b_1 1, nand4_1 6, o21ai_0 2
[worst max-delay path, cell delays in order]
cell             delay (ns)
clkdlybuf4s50_1        0.45
inv_1                  0.04
ha_1                   0.28
a21o_1                 0.16
a221o_1                0.33
a221oi_2               0.30
buf_4                  0.16
buf_4                  0.09
o32ai_1                0.06
dlygate4sd2_1          0.25
[cell families after synthesis]
kind of cell,after synthesis,synth area share (%)
buffers and inverters,34,15.6
adder cells (fa/ha/maj),32,48.9
AND/OR/NAND/NOR,24,15.1
AND-OR/OR-AND,23,20.3
[metal layers]
metal | vias to the layer above | global-route usage, %
li1 | 561 | -
met1 | 442 | 6.81
met2 | 39 | 9.90
met3 | 0 | 1.49
met4 | 0 | 0
met5 | - | 0
[power by group through the flow]
stage / sequential (mW) / combinational [mW] / clock, mW
4_1_cts: 0 / 0.164 / 0
6_report: 0 / 0.164 / 0
5_1_grt: 0 / 0.187 / 0
[stage by stage]
stage | TNS, ns | power, mW | util, % | worst slack (ns)
2_1_floorplan | 0 | 0.0628 | - | 0.947
3_3_place_gp | -0.148 | 0.160 | 24.6 | -0.115
3_5_place_dp | -0.160 | 0.162 | 24.6 | -0.139
4_1_cts | 0 | 0.164 | 25.0 | 0.0721
5_1_grt | -0.0288 | 0.187 | 25.5 | -0.0288
6_report | 0 | 0.164 | 25.5 | 0.109
[final timing paths]
kind | startpoint | slack (ns) | cells after the start | endpoint
worst min-delay path | br_un | 2.28 | 4 | br_less
worst max-delay path | rs2_data[25] | 0.11 | 10 | br_less
Power and IR drop assume default switching activity.
