==> flow/design.v <==
module data_memory #(
   parameter int unsigned DMEM_W = 11
) (
   input  logic [DMEM_W-1:0] addr  ,
   input  logic [3:0]        bmask ,
   input  logic              wr_en ,
   input  logic [31:0]       w_data,
   output logic [31:0]       r_data,
   input  logic              clk  
); 
   logic [3:0][7:0] dmem [0:2**(DMEM_W-2)-1];
   always_ff @(posedge clk) begin : proc_data
      if (wr_en) begin
         if (bmask[0]) begin 
         dmem[addr[DMEM_W-1:2]][0] <= w_data [ 7: 0]; 
         end
         if(bmask[1]) begin
         dmem[addr[DMEM_W-1:2]][1] <= w_data [15: 8]; 
         end
         if (bmask[2]) begin 
         dmem[addr[DMEM_W-1:2]][2] <= w_data [23:16];
         end
         if (bmask[3]) begin 
         dmem[addr[DMEM_W-1:2]][3] <= w_data [31:24]; 
         end
      end
   end
   assign r_data = dmem[addr[DMEM_W-1:2]];
endmodule
module input_peri (
   input  logic [ 7:0] addr  ,
   input  logic [31:0] io_sw ,
   input  logic [ 3:0] io_btn,
   output logic [31:0] rdata
);
   always_comb begin
      case (addr) 
         8'h00: rdata = io_sw;
         8'h10: rdata = {28'b0, io_btn};
         default: rdata = 32'h0;
      endcase 
   end
endmodule
module lsu (
   input  logic        clk     ,
   input  logic        rst_n   ,
   input  logic [15:0] addr    ,
   input  logic [31:0] w_data  ,
   input  logic        wr_en   ,
   input  logic [ 3:0] bmask   ,
   input  logic [ 2:0] ld_sel  ,
   output logic [31:0] r_data  ,
   output logic [31:0] io_ledr ,
   output logic [31:0] io_ledg ,
   output logic [ 6:0] io_hex0 ,
   output logic [ 6:0] io_hex1 ,
   output logic [ 6:0] io_hex2 ,
   output logic [ 6:0] io_hex3 ,
   output logic [ 6:0] io_hex4 ,
   output logic [ 6:0] io_hex5 ,
   output logic [ 6:0] io_hex6 ,
   output logic [ 6:0] io_hex7 ,
   output logic [31:0] io_lcd  ,
   input  logic [31:0] io_sw   ,
   input  logic [ 3:0] io_btn  
);
   logic [31:0]   rdata_dmem, 
                  rd_peri_in, 
                  rd_peri, 
                  data_rd_temp; 
   logic 	      wr_en_outperi, 
                  wr_en_dmem;
   assign wr_en_dmem = wr_en && ~addr[14];
   assign wr_en_outperi = wr_en && addr[14] && (addr[11:8] == 4'b0000);
   data_memory dmem (
      .addr    (addr[10:0]),
      .bmask   (bmask)     , 
      .wr_en   (wr_en_dmem),
      .w_data  (w_data)    ,
      .r_data  (rdata_dmem),
      .clk     (clk)
   );
   output_peri peri_out (
      .clk       (clk)          ,
      .rst_n     (rst_n)        ,
      .addr      (addr[7:0])    ,
      .w_data    (w_data)       ,
      .wr_en     (wr_en_outperi),
      .bmask     (bmask)        ,
      .rd_data   (rd_peri)	      ,
      .io_ledr   (io_ledr)      ,
      .io_ledg   (io_ledg)      ,
      .io_hex0   (io_hex0) 	  ,
      .io_hex1   (io_hex1)      ,
      .io_hex2   (io_hex2)      ,
      .io_hex3   (io_hex3)      ,
      .io_hex4   (io_hex4)      ,
      .io_hex5   (io_hex5)      ,
      .io_hex6   (io_hex6)      ,
      .io_hex7   (io_hex7)      ,
      .io_lcd    (io_lcd)          
   );
   input_peri per_in (
      .addr   (addr[7:0]),
      .io_sw  (io_sw)    ,
      .io_btn (io_btn)   ,
      .rdata  (rd_peri_in)
   );
   assign data_rd_temp =   (~addr[14]) ? rdata_dmem : 
                           (addr[11:8] == 4'b0000) ? rd_peri : 
                           (addr[11:8] == 4'b1000) ? rd_peri_in : 32'h0;
   always_comb begin 
      case (ld_sel) 
         3'b000: r_data = {{24{data_rd_temp[7]}},data_rd_temp[7:0]};    
         3'b001: r_data = {{16{data_rd_temp[15]}},data_rd_temp[15:0]};  
         3'b010: r_data = data_rd_temp;                                 
         3'b011: r_data = {24'h0,data_rd_temp[7:0]};                    
         3'b100: r_data = {16'h0,data_rd_temp[15:0]};                   
         default: r_data = 32'h0; 
      endcase 
   end 
endmodule
module output_peri (
   input  logic        clk    ,
   input  logic        rst_n  ,
   input  logic [ 7:0] addr   ,
   input  logic [31:0] w_data ,
   input  logic        wr_en  ,
   input  logic [ 3:0] bmask  ,
   output logic [31:0] rd_data,
   output logic [ 6:0] io_hex0,
   output logic [ 6:0] io_hex1,
   output logic [ 6:0] io_hex2,
   output logic [ 6:0] io_hex3,
   output logic [ 6:0] io_hex4,
   output logic [ 6:0] io_hex5,
   output logic [ 6:0] io_hex6,
   output logic [ 6:0] io_hex7,
   output logic [31:0] io_ledr,
   output logic [31:0] io_ledg,
   output logic [31:0] io_lcd 
);
   always_ff @(posedge clk) begin 
      if (!rst_n) begin 
         io_ledr <= 0;
         io_ledg <= 0;
         io_hex0 <= 0;
         io_hex1 <= 0;
         io_hex2 <= 0;
         io_hex3 <= 0;
         io_hex4 <= 0;
         io_hex5 <= 0;
         io_hex6 <= 0;
         io_hex7 <= 0;
         io_lcd  <= 0;
      end else if (wr_en) begin 
         case (addr)
         8'h00: begin
         if (bmask[3]) io_ledr[31:24] <= w_data[31:24];
         if (bmask[2]) io_ledr[23:16] <= w_data[23:16];
         if (bmask[1]) io_ledr[15: 8] <= w_data[15: 8];
         if (bmask[0]) io_ledr[ 7: 0] <= w_data[ 7: 0];
         end
         8'h10: begin
         if (bmask[3]) io_ledg[31:24] <= w_data[31:24];
         if (bmask[2]) io_ledg[23:16] <= w_data[23:16];
         if (bmask[1]) io_ledg[15: 8] <= w_data[15: 8];
         if (bmask[0]) io_ledg[ 7: 0] <= w_data[ 7: 0];
         end
         8'h20: begin
         if (bmask[3]) io_hex3 <= w_data[30:24];
         if (bmask[2]) io_hex2 <= w_data[22:16];
         if (bmask[1]) io_hex1 <= w_data[14: 8];
         if (bmask[0]) io_hex0 <= w_data[ 6: 0];
         end
         8'h24: begin
         if (bmask[3]) io_hex7 <= w_data[30:24];
         if (bmask[2]) io_hex6 <= w_data[22:16];
         if (bmask[1]) io_hex5 <= w_data[14: 8];
         if (bmask[0]) io_hex4 <= w_data[ 6: 0];
         end
         8'h30: begin
         if (bmask[3]) io_lcd[31:24] <= w_data[31:24];
         if (bmask[2]) io_lcd[23:16] <= w_data[23:16];
         if (bmask[1]) io_lcd[15: 8] <= w_data[15: 8];
         if (bmask[0]) io_lcd[ 7: 0] <= w_data[ 7: 0];
         end
         default: begin 
         io_ledr <= io_ledr;
         io_ledg <= io_ledg;
         io_hex0 <= io_hex0;
         io_hex1 <= io_hex1;
         io_hex2 <= io_hex2;
         io_hex3 <= io_hex3;
         io_hex4 <= io_hex4;
         io_hex5 <= io_hex5;
         io_hex6 <= io_hex6;
         io_hex7 <= io_hex7;
         io_lcd  <= io_lcd;
         end
         endcase
      end
   end
   always_comb begin 
      case (addr)
         8'h00: rd_data = io_ledr;
         8'h10: rd_data = {{24{1'b0}},io_ledg};
         8'h20: rd_data = {1'b0, io_hex3, 1'b0, io_hex2, 1'b0, io_hex1, 1'b0, io_hex0};
         8'h24: rd_data = {1'b0, io_hex7, 1'b0, io_hex6, 1'b0, io_hex5, 1'b0, io_hex4};
         8'h30: rd_data = io_lcd;
         default: rd_data = 0;
      endcase 
   end
endmodule : output_peri
==> flow/run.sh <==
#!/bin/bash
# OpenROAD 26Q1-2900-gdf79404cd8, Yosys 0.63+post, stock flow scripts
make -C /OpenROAD-flow-scripts/flow DESIGN_CONFIG=/design/flow/config.mk WORK_HOME=/design/flow/orfs finish
==> flow/config.mk <==
export PLATFORM = sky130hd
export DESIGN_NAME = lsu
export DESIGN_NICKNAME = lsu
export VERILOG_FILES = /design/flow/design.v
export SDC_FILE = /design/flow/constraint.sdc
export NUM_CORES = 4
export LEC_CHECK = 1
export CORE_UTILIZATION = 30
export SYNTH_MEMORY_MAX_BITS = 65536
==> flow/constraint.sdc <==
current_design lsu

set clk_period 161.5
set clk_io_pct 0.2

create_clock -name clk0 -period $clk_period [get_ports {clk}]

set non_clock_inputs [all_inputs -no_clocks]
set_input_delay [expr $clk_period * $clk_io_pct] -clock clk0 $non_clock_inputs
set_output_delay [expr $clk_period * $clk_io_pct] -clock clk0 [all_outputs]
==> notes.md <==
flow finished, numbers: antenna-violating nets left 0, H-Tree Level Count 7, CP Max Fanout 44, die area 2,138,000 sq um, Crit. End Element output port, Layout Area Growth over Synthesis 15.03%, Unique cell types 83, Clock Path Buffers 6, Core Util at FP 30.06%, yosys cell count 28,510, # IOs around 280, Synth Instances roughly 29,000, core area 2,128,000 sq um, DRC violations left 0, wirelength, routed approximately 2,000,000 microns, Rel. slew slack -1.994%, Comb power frac under 10%, clock sink count approximately 17,000, post-cts resize count 0, Seq/Total Area, Yosys 77.40%, failing checks capacitance limit, slew limit, Setup Viol. Count Final 0, PwrDens approximately 12 nW/um^2, Max Cap Violations 1, CP Launch Type input pin, DRT Pass-1 Iters 8, sequential power share 52.5%, CP arrival between 40 and 50 ns, hold crit path type flop to flop, CTS Hold Bufs 0, die y size 1462 microns, dpl hpwl 1,349,000 microns, Sw Share 21.30%, Pint 7.071 mW, Achievable Freq 13.41 MHz, most common cell after layout, fill and taps aside edfxtp_1, Tcrit/Tclk final 46.19%, Worst-Skew Late Latency 1.30 ns, first-pass GRT wire length 2,750,000 microns, Num CTS Buffers between 1,500 and 2,000, Yosys reg bits 16,540, Synth Warn # 4, pin count of the biggest net entering global routing between 100 and 150, ys async rst share 0%, count of tool warnings roughly 150, minimum clock period ~75 ns, Worst Path Required between 100 and 150 ns, number of global-route vias before repair about 340k, CTS tree yes, routability cong. 0.9784, wire per inst 33.72 microns, postcts setup bufs 0, DIE WIDTH 1462 microns, setup TNS 0 ns, DR vias/cell roughly 5.2, Root Driver clkbuf_16, vias 311,200, slew at the pin with the worst max-slew slack 1.526 ns, unrepaired setup endpoints after global routing no, I/O Buffers 274, max-slew violation count 11, std cell rows approximately 540, overall power 8.985 mW, outcome finished, violations left, CTS clock-pin slew for the worst setup and hold paths 0.06 ns, Clock power frac 42.2%, Total GRT Usage about a fifth, reg2reg path depth 2, layout cell share with drive strength beyond 1 27.55%, IR drop worst, VDD 10.97 uV, antenna violations before repair 248, yosys stat area 639,600 sq um, static leakage about 220 nW, hold depth 2, Final Hold Vio Count 0, kind of critical path input pin to output port, Avg Inst Size Synth 22.43 sq um, number of enable flip-flop cells 16,380, Commonest flop edfxtp_1, initial DRC count ~22,000, total gr overflow 0, Sw Pwr between 1.5 and 2 mW, clock skew 0 ns, Mapped Area 639,600 sq um, most instantiated logic cells after routing 16,380 x edfxtp_1, 4,615 x mux4_2, 2,114 x nor2_1
==> power groups by stage <==
stage	registers, mW	clock network (mW)	logic [mW]
final	4.72	3.79	0.477
after global routing	4.71	3.99	0.495
after CTS	4.72	3.83	0.470
==> state kept, by name, indices dropped and copies added (netlist names) <==
name / count
peri_out.io_lcd: 32
peri_out.io_ledg: 32
dmem.dmem: 16384
peri_out.io_hex6: 7
peri_out.io_hex0: 7
peri_out.io_hex5: 7
peri_out.io_hex7: 7
peri_out.io_hex1: 7
peri_out.io_hex2: 7
peri_out.io_hex3: 7
peri_out.io_hex4: 7
peri_out.io_ledr: 32
==> synth_stat cells, types with 176 or more instances <==
cell type | count | area, sq um
nand2_1 | 698 | 2620
mux4_2 | 4615 | 103900
nor2b_1 | 176 | 1101
buf_2 | 561 | 2808
buf_1 | 243 | 912.1
buf_4 | 226 | 1697
a22oi_1 | 286 | 2147
edfxtp_1 | 16380 | 492000
clkbuf_1 | 713 | 2676
nor2_1 | 2164 | 8123
nand3_1 | 186 | 930.9
mux2i_1 | 869 | 8698
==> through the flow <==
stage / utilization [%] / instance area (sq um) / std cells / setup WS [ns] / hold slack, ns
after CTS: 34.53 / 734700 / 59560 / 86.74 / 0.5411
after floorplan: - / 639600 / 28510 / 94.11 / 0.4814
after global placement: 32.04 / 681700 / 56590 / 86.71 / 0.5223
after detailed placement: 32.04 / 681700 / 56590 / 86.71 / 0.5319
after global routing: 34.55 / 735200 / 59760 / 86.24 / 0.5570
final: 34.57 / 735700 / 59970 / 86.90 / 0.5439
==> cell families after synthesis <==
family          share of synthesized area (%)
flops                                   77.40
mux                                     17.62
simple gates                            2.360
buf+inv                                 1.394
compound gates                          1.227
xor+xnor                             0.001370
==> critical path: stages <==
cell	delay (ns)
buf_16	0.23
buf_4	0.55
buf_4	0.61
buf_4	0.65
buf_4	0.53
buf_4	0.59
buf_4	0.51
buf_4	0.57
buf_4	0.62
buf_4	0.47
mux4_2	0.57
mux2i_1	0.19
buf_4	0.24
o22ai_1	0.10
or4_1	0.50
nor4_1	0.47
buf_4	0.22
nand4_1	0.13
nor3_1	1.13
buf_4	0.25
o211ai_1	0.10
clkdlybuf4s50_1	0.44
==> final timing paths <==
check,startpoint,end,slack (ns)
worst max-delay path,addr[2],r_data[22],86.90
worst min-delay path,peri_out.io_hex7[5],peri_out.io_hex7[5],0.54
worst max register to register,peri_out.io_lcd[5],peri_out.io_lcd[5],160.69
worst min register to register,peri_out.io_hex7[5],peri_out.io_hex7[5],0.54
==> metal layers <==
metal	wire (microns)	vias up	global-route usage, %
met5	17070	-	6.852
met2	882900	24090	27.94
met1	527500	158200	16.95
li1	-	123900	-
met4	137900	364	10.95
met3	456700	4587	21.01
==> cell type report <==
| class | count | area (sq um) |
|---|---|---|
| diodes | 409 | 1023 |
| repair buffers | 1650 | 13820 |
| clock buffers | 1996 | 43630 |
| fillers | 192100 | 1392000 |
| clock inverters | 970 | 9374 |
| flip-flops and latches | 16540 | 495000 |
| inverters | 6 | 58.81 |
| well taps | 28250 | 35340 |
| multi-input cells | 10150 | 137400 |
Power figures rest on the tool's default switching activity, not on a simulated workload.
